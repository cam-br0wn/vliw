===== flow/config.mk =====
export PLATFORM = sky130hd
export DESIGN_NAME = forwarding_unit
export DESIGN_NICKNAME = forwarding_unit
export VERILOG_FILES = /design/flow/design.v
export SDC_FILE = /design/flow/constraint.sdc
export NUM_CORES = 4
export LEC_CHECK = 1
export CORE_AREA = 10 10 204 204
export DIE_AREA = 0 0 214 214

===== flow/constraint.sdc =====
current_design forwarding_unit

set clk_period 19.4
set clk_io_pct 0.2

create_clock -name clk0 -period $clk_period

set non_clock_inputs [all_inputs -no_clocks]
set_input_delay [expr $clk_period * $clk_io_pct] -clock clk0 $non_clock_inputs
set_output_delay [expr $clk_period * $clk_io_pct] -clock clk0 [all_outputs]

===== flow/design.v =====
module forwarding_unit
(
    input   logic [4:0]         ixu1_wb_rd,
    input   logic [4:0]         ixu2_wb_rd,
    input   logic [4:0]         lsu_wb_rd,
    input   logic               lsu_wb_is_load,
    input   logic [31:0]        ixu1_wb_data,
    input   logic [31:0]        ixu2_wb_data,
    input   logic [31:0]        lsu_wb_data,
    input   logic               ixu1_wb_nop,
    input   logic               ixu2_wb_nop,
    input   logic               lsu_wb_nop,
    input   logic [4:0]         ixu1_ex_rs1,
    input   logic [4:0]         ixu1_ex_rs2,
    input   logic [4:0]         ixu2_ex_rs1,
    input   logic [4:0]         ixu2_ex_rs2,
    input   logic [4:0]         lsu_ex_rs1,
    input   logic [4:0]         lsu_ex_rs2,
    input   logic [4:0]         branch_ex_rs1,
    input   logic [4:0]         branch_ex_rs2,
    output  logic               ixu1_rs1_fwd,
    output  logic               ixu1_rs2_fwd,
    output  logic               ixu2_rs1_fwd,
    output  logic               ixu2_rs2_fwd,
    output  logic               lsu_rs1_fwd,
    output  logic               lsu_rs2_fwd,
    output  logic               branch_rs1_fwd,
    output  logic               branch_rs2_fwd,
    output  logic [31:0]        ixu1_rs1_fwd_data,
    output  logic [31:0]        ixu1_rs2_fwd_data,
    output  logic [31:0]        ixu2_rs1_fwd_data,
    output  logic [31:0]        ixu2_rs2_fwd_data,
    output  logic [31:0]        lsu_rs1_fwd_data,
    output  logic [31:0]        lsu_rs2_fwd_data,
    output  logic [31:0]        branch_rs1_fwd_data,
    output  logic [31:0]        branch_rs2_fwd_data
);
always_comb begin
    if ((ixu1_ex_rs1 == ixu1_wb_rd) && (ixu1_wb_rd != '0) && ~ixu1_wb_nop) begin
        ixu1_rs1_fwd = '1;
        ixu1_rs1_fwd_data = ixu1_wb_data;
    end
    else if ((ixu1_ex_rs1 == ixu2_wb_rd) && (ixu2_wb_rd != '0) && ~ixu2_wb_nop) begin
        ixu1_rs1_fwd = '1;
        ixu1_rs1_fwd_data = ixu2_wb_data;
    end
    else if ((ixu1_ex_rs1 == lsu_wb_rd) && (lsu_wb_rd != '0) && ~lsu_wb_nop) begin
        ixu1_rs1_fwd = '1;
        ixu1_rs1_fwd_data = lsu_wb_data;
    end
    else begin
        ixu1_rs1_fwd = '0;
        ixu1_rs1_fwd_data = '0;
    end
end
always_comb begin
    if ((ixu1_ex_rs2 == ixu1_wb_rd) && (ixu1_wb_rd != '0) && ~ixu1_wb_nop) begin
        ixu1_rs2_fwd = '1;
        ixu1_rs2_fwd_data = ixu1_wb_data;
    end
    else if ((ixu1_ex_rs2 == ixu2_wb_rd) && (ixu2_wb_rd != '0) && ~ixu2_wb_nop) begin
        ixu1_rs2_fwd = '1;
        ixu1_rs2_fwd_data = ixu2_wb_data;
    end
    else if ((ixu1_ex_rs2 == lsu_wb_rd) && (lsu_wb_rd != '0) && ~lsu_wb_nop) begin
        ixu1_rs2_fwd = '1;
        ixu1_rs2_fwd_data = lsu_wb_data;
    end
    else begin
        ixu1_rs2_fwd = '0;
        ixu1_rs2_fwd_data = '0;
    end
end
always_comb begin
    if ((ixu2_ex_rs1 == ixu1_wb_rd) && (ixu1_wb_rd != '0) && ~ixu1_wb_nop) begin
        ixu2_rs1_fwd = '1;
        ixu2_rs1_fwd_data = ixu1_wb_data;
    end
    else if ((ixu2_ex_rs1 == ixu2_wb_rd) && (ixu2_wb_rd != '0) && ~ixu2_wb_nop) begin
        ixu2_rs1_fwd = '1;
        ixu2_rs1_fwd_data = ixu2_wb_data;
    end
    else if ((ixu2_ex_rs1 == lsu_wb_rd) && (lsu_wb_rd != '0) && ~lsu_wb_nop) begin
        ixu2_rs1_fwd = '1;
        ixu2_rs1_fwd_data = lsu_wb_data;
    end
    else begin
        ixu2_rs1_fwd = '0;
        ixu2_rs1_fwd_data = '0;
    end
end
always_comb begin
    if ((ixu2_ex_rs2 == ixu1_wb_rd) && (ixu1_wb_rd != '0) && ~ixu1_wb_nop) begin
        ixu2_rs2_fwd = '1;
        ixu2_rs2_fwd_data = ixu1_wb_data;
    end
    else if ((ixu2_ex_rs2 == ixu2_wb_rd) && (ixu2_wb_rd != '0) && ~ixu2_wb_nop) begin
        ixu2_rs2_fwd = '1;
        ixu2_rs2_fwd_data = ixu2_wb_data;
    end
    else if ((ixu2_ex_rs2 == lsu_wb_rd) && (lsu_wb_rd != '0) && ~lsu_wb_nop) begin
        ixu2_rs2_fwd = '1;
        ixu2_rs2_fwd_data = lsu_wb_data;
    end
    else begin
        ixu2_rs2_fwd = '0;
        ixu2_rs2_fwd_data = '0;
    end
end
always_comb begin
    if ((lsu_ex_rs1 == ixu1_wb_rd) && (ixu1_wb_rd != '0) && ~ixu1_wb_nop) begin
        lsu_rs1_fwd = '1;
        lsu_rs1_fwd_data = ixu1_wb_data;
    end
    else if ((lsu_ex_rs1 == ixu2_wb_rd) && (ixu2_wb_rd != '0) && ~ixu2_wb_nop) begin
        lsu_rs1_fwd = '1;
        lsu_rs1_fwd_data = ixu2_wb_data;
    end
    else if ((lsu_ex_rs1 == lsu_wb_rd) && (lsu_wb_rd != '0) && ~lsu_wb_nop) begin
        lsu_rs1_fwd = '1;
        lsu_rs1_fwd_data = lsu_wb_data;
    end
    else begin
        lsu_rs1_fwd = '0;
        lsu_rs1_fwd_data = '0;
    end
end
always_comb begin
    if ((lsu_ex_rs2 == ixu1_wb_rd) && (ixu1_wb_rd != '0) && ~ixu1_wb_nop) begin
        lsu_rs2_fwd = '1;
        lsu_rs2_fwd_data = ixu1_wb_data;
    end
    else if ((lsu_ex_rs2 == ixu2_wb_rd) && (ixu2_wb_rd != '0) && ~ixu2_wb_nop) begin
        lsu_rs2_fwd = '1;
        lsu_rs2_fwd_data = ixu2_wb_data;
    end
    else if ((lsu_ex_rs2 == lsu_wb_rd) && (lsu_wb_rd != '0) && ~lsu_wb_nop) begin
        lsu_rs2_fwd = '1;
        lsu_rs2_fwd_data = lsu_wb_data;
    end
    else begin
        lsu_rs2_fwd = '0;
        lsu_rs2_fwd_data = '0;
    end
end
always_comb begin
    if ((branch_ex_rs1 == ixu1_wb_rd) && (ixu1_wb_rd != '0) && ~ixu1_wb_nop) begin
        branch_rs1_fwd = '1;
        branch_rs1_fwd_data = ixu1_wb_data;
    end
    else if ((branch_ex_rs1 == ixu2_wb_rd) && (ixu2_wb_rd != '0) && ~ixu2_wb_nop) begin
        branch_rs1_fwd = '1;
        branch_rs1_fwd_data = ixu2_wb_data;
    end
    else if ((branch_ex_rs1 == lsu_wb_rd) && (lsu_wb_rd != '0) && ~lsu_wb_nop) begin
        branch_rs1_fwd = '1;
        branch_rs1_fwd_data = lsu_wb_data;
    end
    else begin
        branch_rs1_fwd = '0;
        branch_rs1_fwd_data = '0;
    end
end
always_comb begin
    if ((branch_ex_rs2 == ixu1_wb_rd) && (ixu1_wb_rd != '0) && ~ixu1_wb_nop) begin
        branch_rs2_fwd = '1;
        branch_rs2_fwd_data = ixu1_wb_data;
    end
    else if ((branch_ex_rs2 == ixu2_wb_rd) && (ixu2_wb_rd != '0) && ~ixu2_wb_nop) begin
        branch_rs2_fwd = '1;
        branch_rs2_fwd_data = ixu2_wb_data;
    end
    else if ((branch_ex_rs2 == lsu_wb_rd) && (lsu_wb_rd != '0) && ~lsu_wb_nop) begin
        branch_rs2_fwd = '1;
        branch_rs2_fwd_data = lsu_wb_data;
    end
    else begin
        branch_rs2_fwd = '0;
        branch_rs2_fwd_data = '0;
    end
end
endmodule

===== flow/run.sh =====
#!/bin/bash
# OpenROAD 26Q1-2900-gdf79404cd8, Yosys 0.63+post, stock flow scripts
make -C /OpenROAD-flow-scripts/flow DESIGN_CONFIG=/design/flow/config.mk WORK_HOME=/design/flow/orfs finish

==> design notes <==
The aggregate global routing overflow is 0, and the number of hold-repair buffers added at the cts stage is 0. The ratio of routed vias to standard cells came out at 5.789. In this build the clock could be raised as far as 80.39 MHz. The tools report the number of cells in the design after placement as 2238. Per the layout area report, the register area comes to 0 µm².

The minimum hold slack is 8741 ps. Sum of negative setup slack: 0 ps. For the relative max-transition margin, the log shows 0.2845. In this run the cell area of the synthesized design comes to 8189 µm². Height of the die: 214 µm.

In the layout the commonest cells are sky130_fd_sc_hd__clkdlybuf4s50_1 (417), sky130_fd_sc_hd__nor2_1 (259), sky130_fd_sc_hd__nand4_1 (250). The stage logs contain a warning count of 33. The global-route total usage across every layer was 0.2457.

The routed layout has 12970 vias. The cell row count was 71; the largest net degree at the start of global routing was 75. The routability congestion estimate is 0.8838, and the count of maximum capacitance violations is 0.

Summing internal, switching and leakage power gives 0.2100 mW. The sequential cell area fraction in the yosys report is 0. The number of primary I/O pins was 419; the transition at the pin with the smallest max-transition slack was 1071 ps. Per the finish-stage timing summary, setup violations number 0. The run gives 1 for the tally of yosys warning messages. Per the repair_timing log after CTS, setup buffers inserted total 0. The leakage component of the power is 3.739 nW. Per the post-place timing report, worst setup slack is 7132 ps. The run gives 0 as the hold violation total from the final report. The tools report the sequential cell count of the final layout as 0. Setup slack on the critical path of the routed design comes to 6960 ps. The run gives 11920 for the via count of the first global-routing pass. Data arrives at the worst endpoint at 8560 ps. Between the synthesized netlist and the finished layout, the area growth was recorded as 49.87%. The power density over the cells was 17.11 nW/µm²; the routed wire length was 59.38 mm. The pre-antenna-repair detailed-routing pass consisted of 6 iterations. According to the hold report, the worst path is of the input port to primary output type. The tools report the count of nets left with antenna violations after detail routing as 0.

After layout, the minimum clock period comes to 12440 ps. With the synthesized area per cell at 5.438 µm², the ratio of cells with drive above 1 in the final layout is 0.04922. The tools report the instance count of the mapped netlist as 1506.

The initial antenna violation count is 3, and the number of clock-tree buffers in the layout is 0. Dividing the detail-routed wire length by the instance count gives 26.51 µm. The total half-perimeter wirelength after legalization and detailed placement is 41.08 mm. The flow ran to the end, and the final reports show no timing, DRC or antenna violations.

Max-slew check failures listed in the final report amount to 0. The finished cells cover 12270 µm². The violation tally recorded at the end of detailed-routing iteration 0 is 1650. The share of the core filled by cells before placement was 0.2190; the total die size was 45800 µm². Commonest non-fill, non-tap cell in the layout: sky130_fd_sc_hd__clkdlybuf4s50_1. The worst-case IR drop observed on VDD is 0.01743 mV. Per the OpenROAD floorplan log, the width of the die is 214 µm. The tools report the required time of the critical path as 15520 ps.

The run gives 0.6412 for the fraction of the cycle the final worst path needs. STA classifies the critical path startpoint as an input port. The count of cells resized by post-cts repair is 0, and the global-route wire length before repair is 85.99 mm. The run gives 8189 µm² as the yosys-reported design area after synthesis. The setup path with the least slack is of type input port to primary output. Max fanout on the critical path was recorded as 21.

The post-synthesis cell count from yosys came out at 1506. The run gives 26 for the count of distinct cell types in the synthesized netlist. The critical path capture point type was a primary output. Once placement finished, the instance area stood at 12270 µm². With the final cell utilization of the core at 0.3282, the count of non-filler cells in the finished layout is 2240.

The count of port buffers added during placement is 418. Setup repair after global routing left no endpoint under its margin. The run gives 37400 µm² for the area of the core. After detailed routing, the number of remaining DRC violations is 0.
## final cells by class
| cell class | count | area (µm²) |
|---|---|---|
| Inverter | 1 | 3.754 |
| Multi-Input combinational cell | 1252 | 7025 |
| Timing Repair Buffer | 474 | 4599 |
| Fill cell | 4002 | 25130 |
| Tap cell | 511 | 639.4 |
| Antenna cell | 2 | 5.005 |
## synthesized netlist by cell type
cell type / n / area [µm²]
sky130_fd_sc_hd__nand4_1: 250 / 1564
sky130_fd_sc_hd__or3_1: 1 / 6.260
sky130_fd_sc_hd__xor2_1: 59 / 516.8
sky130_fd_sc_hd__nand2_1: 224 / 840.8
sky130_fd_sc_hd__or4_1: 1 / 7.510
sky130_fd_sc_hd__nor2_1: 261 / 979.7
sky130_fd_sc_hd__a21oi_1: 17 / 85.08
sky130_fd_sc_hd__or4b_1: 4 / 40.04
sky130_fd_sc_hd__or4b_2: 2 / 20.02
sky130_fd_sc_hd__and2_1: 3 / 18.77
sky130_fd_sc_hd__buf_4: 8 / 60.06
sky130_fd_sc_hd__nor3_1: 24 / 120.1
sky130_fd_sc_hd__xnor2_1: 60 / 525.5
sky130_fd_sc_hd__clkbuf_2: 50 / 250.2
sky130_fd_sc_hd__inv_1: 1 / 3.750
sky130_fd_sc_hd__nor2b_1: 6 / 37.54
sky130_fd_sc_hd__buf_1: 17 / 63.81
sky130_fd_sc_hd__buf_2: 23 / 115.1
sky130_fd_sc_hd__nor2_4: 1 / 11.26
sky130_fd_sc_hd__nand3_1: 50 / 250.2
sky130_fd_sc_hd__clkbuf_1: 128 / 480.5
sky130_fd_sc_hd__a32oi_1: 14 / 122.6
sky130_fd_sc_hd__buf_6: 27 / 304.0
sky130_fd_sc_hd__a31oi_1: 242 / 1514
sky130_fd_sc_hd__or4_4: 1 / 11.26
sky130_fd_sc_hd__nor3b_1: 32 / 240.2
## logic make-up (layout without fill, tap and decap cells)
kind of cell / count (synthesis) / after routing / synth area share
AND-OR/OR-AND: 273 / 273 / 0.2102
other: 0 / 2 / 0
buffers and inverters: 254 / 475 / 0.1560
XOR/XNOR: 119 / 119 / 0.1273
AND/OR/NAND/NOR: 860 / 860 / 0.5065
## metal layers
layer	up-vias	routed length, µm	share of wire	track usage
met5	-	12	0.00020	0
met4	2	2128	0.036	0.07879
met3	153	6156	0.10	0.05169
met2	963	26700	0.45	0.3885
met1	5952	24380	0.41	0.3275
li1	5898	-	-	-
## critical path, stage by stage
cell,delay [ps]
sky130_fd_sc_hd__clkdlybuf4s50_1,740
sky130_fd_sc_hd__or4_4,700
sky130_fd_sc_hd__nor2_4,530
sky130_fd_sc_hd__buf_4,460
sky130_fd_sc_hd__or4b_2,660
sky130_fd_sc_hd__buf_4,400
sky130_fd_sc_hd__nand4_1,140
sky130_fd_sc_hd__a31oi_1,440
sky130_fd_sc_hd__clkdlybuf4s50_1,570
## report_power, final
part	switching, mW	internal [mW]
clock	0	0.0000000138
combinational	0.116	0.0942
sequential	0	0
## final timing paths
kind	startpoint	endpoint	slack [ps]	depth (start not counted)
max	ixu2_wb_rd[0]	ixu2_rs2_fwd_data[31]	6960	9
min	ixu2_wb_data[20]	ixu1_rs1_fwd_data[20]	8740	4
Power and IR drop assume default switching activity.
