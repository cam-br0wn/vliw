$ cat design/flow/design.v
module branch_id_ex
(
    input   logic           clk,
    input   logic           rst,
    input   logic           stall,
    input   logic           is_nop_in,
    input   logic           is_jmp_in,
    input   logic           is_imm_type_in,
    input   logic           zero_ext_in,
    input   logic [1:0]     op_in,
    input   logic [4:0]     rs1_in,
    input   logic [4:0]     rs2_in,
    input   logic [4:0]     rd_in,
    input   logic [19:0]    imm_in,
    input   logic [31:0]    pc_in,
    output  logic           is_nop_out,
    output  logic           is_jmp_out,
    output  logic           is_imm_type_out,
    output  logic           zero_ext_out,
    output  logic [1:0]     op_out,
    output  logic [4:0]     rs1_out,
    output  logic [4:0]     rs2_out,
    output  logic [4:0]     rd_out,
    output  logic [19:0]    imm_out,
    output  logic [31:0]    pc_out
);
always_ff @(posedge clk or posedge rst) begin
    if (rst == 1'b1) begin
        is_nop_out <= '1;
        is_jmp_out <= '0;
        is_imm_type_out <= '0;
        zero_ext_out <= '0;
        op_out <= '0;
        rs1_out <= '0;
        rs2_out <= '0;
        rd_out <= '0;
        imm_out <= '0;
        pc_out <= '0;
    end
    else if (stall == 1'b1) begin
        is_nop_out <= is_nop_out;
        is_jmp_out <= is_jmp_out;
        is_imm_type_out <= is_imm_type_out;
        zero_ext_out <= zero_ext_out;
        op_out <= op_out;
        rs1_out <= rs1_out;
        rs2_out <= rs2_out;
        rd_out <= rd_out;
        imm_out <= imm_out;
        pc_out <= pc_out;
    end
    else begin
        is_nop_out <= is_nop_in;
        is_jmp_out <= is_jmp_in;
        is_imm_type_out <= is_imm_type_in;
        zero_ext_out <= zero_ext_in;
        op_out <= op_in;
        rs1_out <= rs1_in;
        rs2_out <= rs2_in;
        rd_out <= rd_in;
        imm_out <= imm_in;
        pc_out <= pc_in;
    end
end
endmodule
$ cat design/flow/run.sh
#!/bin/bash
# OpenROAD 26Q1-2900-gdf79404cd8, Yosys 0.63+post, stock flow scripts
make -C /OpenROAD-flow-scripts/flow DESIGN_CONFIG=/design/flow/config.mk WORK_HOME=/design/flow/orfs finish
$ cat design/flow/config.mk
export PLATFORM = sky130hd
export DESIGN_NAME = branch_id_ex
export DESIGN_NICKNAME = branch_id_ex
export VERILOG_FILES = /design/flow/design.v
export SDC_FILE = /design/flow/constraint.sdc
export NUM_CORES = 4
export LEC_CHECK = 1
export CORE_UTILIZATION = 50
$ cat design/flow/constraint.sdc
current_design branch_id_ex

set clk_period 1.0
set clk_io_pct 0.2

create_clock -name clk0 -period $clk_period [get_ports {clk}]

set non_clock_inputs [all_inputs -no_clocks]
set_input_delay [expr $clk_period * $clk_io_pct] -clock clk0 $non_clock_inputs
set_output_delay [expr $clk_period * $clk_io_pct] -clock clk0 [all_outputs]
==> changes_impl.md <==
## Implementation

- Distinct cells, synth: 7
- Syn Inst Count: 155
- Fmax: 855 MHz
- Slew Viols, Final: 0
- I/O Buffers: approximately 150
- Final hold violations: 0
- Failing checks: negative setup slack
- Clk latency late pin: approximately 0.34 ns
- Clk root buf: clkbuf_8
- WP data arrival: slightly below 1 ns
- Mapped Avg Cell Area: between 15 and 20 um^2
- Hold Path End: pc_out[18]
- Sink Count: 73
- Commonest Layout Cell: clkdlybuf4s50_1
- Maximum VDD drop: 0.000844 V
- Drt total wl: between 6000 and 7000 um
- Critical path's top delay family: flip-flops
- Ys flops: ~73
- Worst R2R Start: rs1_out[4]
- Area share, top type: 0.587
- Critical-path cell list: buf_2
- Top Layout Cells: 74 x clkdlybuf4s50_1, 73 x buf_2, 72 x dfrtp_1, 70 x mux2_4, 43 x buf_4
- Critical path's slowest cell: dfstp_2
- First-pass GRT wire length: around 11000 um
- GRT overflow: 0
- Hold buffers post-CTS: 0
- Final Skew: 0 ns
- Final setup fails: roughly 73
- Register area share after synthesis: 0.596
- Largest net degree at the start of global routing: 31
- CP startpoint kind: flip-flop
- Final Critical Period: ~1.2 ns
- Syn Std Cell Area: 0.00307 mm^2
- Total GRT Usage: 0.233
- CTS buffer count: 9
- # H-tree levels: 3
- Share of post-route cells with drive strength above 1: 0.594
- Kind of end point of the critical path: output port
- DR iter-0 viols: 52
- Pwr dens: roughly 1500 mW/mm^2
- Worst min path class: primary input to flip-flop
- Drc violations: 0
- CTS tree: done
- YS chip area: just over 0.003 mm^2
- Buffer depth of the longest clock path: 2
- Pre-CTS setup slack: -0.162 ns
- Crit path kind: flip-flop to output port
- Measured slew at the worst slew-check pin: between 0.2 and 0.25 ns
- CP max FO: 2
- Worst Min Path Start: stall
- Top-Level Pins: 149
- Max Cap Viol: 0
- Placed cell area: between 0.004 and 0.005 mm^2
- Setup TNS: -2.99 ns
- OpenROAD warnings: 29
- Initial antenna violation count: 0
- DR vias/cell: ~4.6
- DR pass1 iterations: 4
- Hold path depth: 2
- Die width: between 80 and 90 um
- Min Hold Slack: ~0.26 ns
- Wire per inst: ~16 um
- Final period utilization: 1.17
- DIE AREA: around 0.0065 mm^2
- Setup ws final: -0.170 ns
- GPL Wtd Cong: roughly 0.8
- Ys cells: around 160
- Hpwl dp: 4750 um
- Area Overhead vs Synth: 56.5%
- Vias in the first global route: roughly 2.1k
- Antenna viol nets, final: 0
- Design area: between 0.004 and 0.005 mm^2
- Clock Pin Slew Worst Setup and Hold Paths: around 0.070 ns
- Diodes inserted: 0
- Static leakage power: around 2.4 nW
- Reg2reg setup slack: around 0.010 ns
- Worst endpoint required time: about 0.8 ns
- Slew headroom: 0.861
- Unrepaired setup endpoints after global routing: yes
- R2r endpoint: rs1_out[4]
- Cells on worst reg2reg path: 3
- Row count: 28
- Biggest area cells: dfrtp_1 59%, mux2_4 34%, buf_12 4.6%
- Total vias in the final route: between 2k and 2.5k
- Max stage delay on crit path: between 0.5 and 0.6 ns
- Synth area leader: dfrtp_1
- Status: finished with violations
- WP buf/inv: 1
- Initial core utilization: 0.518
- Ys Warns: 1
- Die extent in y: 80.3 um
- Core area: about 0.006 mm^2
Yosys cell counts (all sizes together):
library cell   n
inv            1
dfstp          1
buf            8
mux2          73
dfrtp         72
how the worst max path moves through the flow:
| stage | startpoint | end | cells after the start |
|---|---|---|---|
| final | is_nop_out | is_nop_out | 1 |
| after global routing | is_nop_out | is_nop_out | 1 |
| after CTS | is_nop_out | is_nop_out | 1 |
sequential cells by signal, summed over array words and instances (netlist names):
name,cells
pc_out,32
imm_out,20
rd_out,5
rs1_out,5
rs2_out,5
op_out,2
is_imm_type_out,1
is_jmp_out,1
is_nop_out,1
zero_ext_out,1
layer usage:
layer,part of all wire,wire [um],up-vias,GRT usage
li1,-,-,941,-
met1,0.45,3130,956,0.374
met5,0,0,-,0
met3,0.076,533,15,0.0611
met4,0.025,174,0,0.0464
met2,0.45,3150,92,0.340
logic make-up (layout without fill, tap and decap cells):
logic type	Yosys count	after routing	synth area share
multiplexers	73	73	0.354
flip-flops	73	73	0.596
buffers and inverters	9	216	0.0506
report_power, final:
part	internal, mW	total (mW)	switching, mW
Clock	1.16	2.27	1.11
Sequential	3.25	3.40	0.152
Combinational	1.13	1.50	0.375
through the flow:
step	power, mW	cells	utilization
2_1_floorplan	4.01	155	-
3_3_place_gp	4.99	383	0.790
3_5_place_dp	5.02	383	0.790
4_1_cts	7.12	418	0.786
5_1_grt	7.51	437	0.811
6_report	7.17	437	0.811
final cells by class:
cell class | instances | area [um^2]
clock buffer | 10 | 128
clock inverter | 6 | 67.6
fill | 364 | 1120
inverter | 1 | 7.51
multi-input combinational | 73 | 1080
sequential | 73 | 1830
tap | 75 | 93.8
timing repair buffer | 199 | 1590
repair_timing:
action                                  4_1_cts  5_1_grt
cloned                                        0        0
resized                                     222        2
endpoints found under the setup margin       73       75
buffers inserted                             19       20
Power and IR drop assume default switching activity.
